===== flow/design.v =====
`timescale 1ns / 1ps
module Controller
	#(parameter MODEL_ADDR_WIDTH=10, MODEL_DATA_WIDTH=18, MODEL_LOC_SIZE=1024,
					WEIGHT_ADDR_WIDTH=11, WEIGHT_DATA_WIDTH=9, WEIGHT_LOC_SIZE=2048,
					TENSOR_ADDR_WIDTH=9, TENSOR_DATA_WIDTH=36, TENSOR_LOC_SIZE=512,
					OUTPUT_ADDR_OFFSET=256)
	(
	input clk,
	input resetn,
	input [7:0] N,
	input [7:0] M,
	input start_sig,
	output reg mm_enb,
	output reg [MODEL_ADDR_WIDTH-1:0] mm_addrb,
	input [MODEL_DATA_WIDTH-1:0] mm_dob,
	output reg wm_read,
	output [15:0] wm_addr,
	output reg tm_input_read,
	output reg tm_output_write,
	output [TENSOR_ADDR_WIDTH+1:0] tm_input_addr,
	output reg [TENSOR_ADDR_WIDTH-1:0] tm_output_addr,
	output tm_output_group,
	output reg [2:0] multStg,
	output reg [7:0] shift,
	output reg [3:0] decodeStg,
	output reg [15:0] computing_clock
    );
	parameter	Waiting=4'h0,
					Ready=4'h1,
					ReadLInfo=4'h2,
					Multiplying=4'h3,
					Accumulating=4'h4,
					ShtReLU=4'h5,
					WriteBack=4'h6,
					Complete=4'h7;
	parameter	Mult_Waiting=3'h0,
					Mult_Multiplying=3'h1,
					Mult_Accumulating=3'h2,
					Mult_Activating=3'h3,
					Mult_MultWithoutAcc=3'h4;
	reg [3:0] state;
	reg [3:0] next_state;
	reg [15:0] ROWcnt;
	reg [15:0] COLcnt;
	reg [15:0] LAYERcnt;
	reg [4:0] ncnt;
	reg [15:0] COL;
	reg [15:0] ROW;
	wire [15:0] COL8;
	wire [18:0] COLadd7;
	assign COLadd7=COL+7;
	assign COL8=COLadd7[18:3];
	reg [15:0] Woffset;
	wire I;
	assign I=LAYERcnt[0];
	wire [7:0]tmp_tm_output_addr;
	reg [15:0] ROWbyCOL8;
	assign tm_input_addr={I, ROWcnt[9:0]};  
	assign wm_addr=ROWbyCOL8 + COLcnt + Woffset;		 
	assign tmp_tm_output_addr = (ncnt==0)?(COLcnt*2):(COLcnt*2 + 8'd1);
	assign tm_output_group=~ncnt;
	always @(posedge clk)
	begin
		if(~resetn)
		begin
			ROW<=0; COL<=0; shift<=0;
			mm_enb<=0; mm_addrb<=0;
			wm_read<=0;
			tm_input_read<=0; tm_output_write<=0;
			tm_output_addr<=0;
			multStg<=Mult_Waiting; decodeStg<=0;
			Woffset<=0;
		end
		else begin
			case(state)
			Waiting:
			begin
				ROW<=0; COL<=0; shift<=0;
				mm_enb<=0; mm_addrb<=0;
				tm_output_addr<=0;
				multStg<=Mult_Waiting; decodeStg<=0;
			end
			Ready:
			begin
				mm_enb<=0;
				tm_output_addr<=0;
				Woffset<=0;
				multStg<=Mult_Waiting; decodeStg<=0;
			end
			ReadLInfo: begin
				case(ncnt)
				0:
				begin
					ROW<=0; COL<=0; shift<=0;
					mm_enb<=1; mm_addrb<=LAYERcnt*4;
					wm_read<=0;
					tm_input_read<=0; tm_output_write<=0;
					multStg<=Mult_Waiting;
				end
				1:
				begin
					ROW<=mm_dob;
					mm_enb<=1; mm_addrb<=LAYERcnt*4+1;
				end
				2:
				begin
					COL<=mm_dob;
					mm_enb<=1; mm_addrb<=LAYERcnt*4+2;
				end
				3:
				begin
					shift<=mm_dob[7:0];
					mm_enb<=0;
					wm_read<=1;
					tm_input_read<=1; tm_output_write<=0;
					multStg<=Mult_Multiplying;
				end
				default: begin end
				endcase
			end
			Multiplying:
			begin
				wm_read<=0;
				tm_input_read<=0; tm_output_write<=0;
				multStg<=Mult_Accumulating;
			end
			Accumulating:
			begin
				wm_read<=(ROWcnt!=ROW-1)?(1):(0);
				tm_input_read<=(ROWcnt!=ROW-1)?(1):(0); tm_output_write<=0;
				multStg<=(ROWcnt!=ROW-1)?(Mult_Multiplying):(Mult_Activating);
			end
			ShtReLU:
			begin
				wm_read<=0;
				tm_input_read<=0; tm_output_write<=0;
				multStg<=Mult_Waiting;
			end
			WriteBack:
			begin
				wm_read<=(ncnt==1)?(1):(0);
				Woffset<=(ncnt==1 && COLcnt==COL8-1)?(wm_addr+1):(Woffset);
				tm_input_read<=(ncnt==1)?(1):(0); tm_output_write<=1; tm_output_addr<={~I, tmp_tm_output_addr};
				multStg<=(ncnt==0)?(Mult_Waiting):(Mult_MultWithoutAcc);
				decodeStg<=(COLcnt==COL8-1 && ROWcnt==ROW-1 && LAYERcnt==N-1 && ncnt==1)?(1):(0);
			end
			Complete:
			begin
				wm_read<=0;
				tm_input_read<=0; tm_input_read<=(ncnt!=10)?(1):(0); tm_output_write<=0;
				decodeStg<=decodeStg+1;
			end
			default: begin mm_enb<=0; end
			endcase
		end
	end
	always @(posedge clk) begin
		if(~resetn) begin
			ncnt<=0;
			ROWcnt<=0; ROWbyCOL8<=0;
			COLcnt<=0;
			LAYERcnt<=0;
			computing_clock<=0;
		end
		else begin
			case(state)
			Waiting:
			begin
				ncnt<=0;
				ROWcnt<=0;
				COLcnt<=0;
			end
			Ready:
			begin
				ncnt<=0;
				LAYERcnt<=0;
			end
			ReadLInfo:
			begin
				ncnt<=(ncnt!=3)?(ncnt+1):(0);
				ROWcnt<=0; ROWbyCOL8<=0;
				COLcnt<=(ncnt!=3)?(COLcnt):(0);
			end
			Multiplying:
			begin
				ncnt<=0;
			end
			Accumulating:
			begin
				ncnt<=0;
				ROWcnt<=(ROWcnt!=ROW-1)?(ROWcnt+1):(ROWcnt); ROWbyCOL8<=(ROWcnt!=ROW-1)?(ROWbyCOL8+COL8):(ROWbyCOL8);
			end
			ShtReLU:
			begin
				ncnt<=0;
			end
			WriteBack:
			begin
				ncnt<=(ncnt!=1)?(ncnt+1):(0);
				ROWcnt<=(ncnt==0)?(ROWcnt):(0); ROWbyCOL8<=(ncnt==0)?(ROWbyCOL8):(0);
				COLcnt<=(ncnt==0)?(COLcnt):((COLcnt!=COL8-1)?(COLcnt+1):(COLcnt));
				LAYERcnt<=(ncnt==1 && COLcnt==COL8-1)?(LAYERcnt+1):(LAYERcnt);
			end
			Complete:
			begin
				ncnt<=(ncnt!=10)?(ncnt+1):(0);
				ROWcnt<=ROWcnt+1;
			end
			default:
			begin
				ncnt<=0;
			end
			endcase
			if(state==ReadLInfo || state==Multiplying || state==Accumulating || state==ShtReLU || state==WriteBack)
				computing_clock<=computing_clock+1;
			else if(state==Ready)
				computing_clock<=0;
			else
				computing_clock<=computing_clock;
		end
	end
	always @(*) begin
		case(state)
		Waiting:		next_state = (start_sig)?(Ready):(Waiting);
		Ready:		next_state = ReadLInfo;
		ReadLInfo:	next_state = (ncnt!=3)?(ReadLInfo):(Multiplying);
		Multiplying:
						next_state = Accumulating;
		Accumulating:
						next_state = (ROWcnt!=ROW-1)?(Multiplying):(ShtReLU);
		ShtReLU:		next_state = WriteBack;
		WriteBack:	next_state = (ncnt==0)?(WriteBack):(((COLcnt!=COL8-1 || ROWcnt!=ROW-1)?(Multiplying):((LAYERcnt!=N-1)?(ReadLInfo):(Complete))));
		Complete:	next_state = (ncnt==10)?(Waiting):(Complete);
		default:		next_state = Waiting;
		endcase
	end
	always @(posedge clk) begin
		if(~resetn) begin
			state <= Waiting;
		end
		else begin
			state <= next_state;
		end
	end
endmodule

===== flow/run.sh =====
#!/bin/bash
# OpenROAD 26Q1-2900-gdf79404cd8, Yosys 0.63+post, stock flow scripts
make -C /OpenROAD-flow-scripts/flow DESIGN_CONFIG=/design/flow/config.mk WORK_HOME=/design/flow/orfs finish

===== flow/config.mk =====
export PLATFORM = sky130hd
export DESIGN_NAME = Controller
export DESIGN_NICKNAME = Controller
export VERILOG_FILES = /design/flow/design.v
export SDC_FILE = /design/flow/constraint.sdc
export NUM_CORES = 4
export LEC_CHECK = 1
export CORE_UTILIZATION = 50

===== flow/constraint.sdc =====
current_design Controller

set clk_period 9.1
set clk_io_pct 0.2

create_clock -name clk0 -period $clk_period [get_ports {clk}]

set non_clock_inputs [all_inputs -no_clocks]
set_input_delay [expr $clk_period * $clk_io_pct] -clock clk0 $non_clock_inputs
set_output_delay [expr $clk_period * $clk_io_pct] -clock clk0 [all_outputs]

==> results.py <==
# Physical implementation metrics
metrics = {
    "floorplan": {
        "core_area_sq_um": 21900,
        "ioPinCount": 119,
        "dieArea_sq_um": 23000,
        "fp.dieH_microns": 152,
        "die_w_microns": 152,
        "fp_util": 0.511,
        "rows": 54,
    },
    "yosys": {
        "syn_area_sq_um": 11200,
        "yosysTopAreaCellShare": 0.320,
        "xor_share": 0.0884,
        "top_cells_by_area": "dfxtp_1, xnor2_1, a21oi_1, ha_1, nand2_1",
        "synth_cell_types": 77,
        "yosys_warnings": 1,
        "edf_count": 0,
        "synth.area.mux_share": 0.0219,
        "top_area_cell": "dfxtp_1",
        "top_logic_kind": "simple AND/OR/NAND/NOR gates",
        "ys_cells": 1394,
        "synth_cells": 1394,
        "async_flop_share": 0,
        "compound_area_frac": 0.188,
        "yosys_area_sq_um": 11200,
        "ys.flop_type": "dfxtp_1",
        "synth_seq_share": 0.320,
        "postSynthAreaPerCell_sq_um": 8.03,
        "synthSimpleGateAreaFrac": 0.253,
        "fa_ha_area_frac": 0.0771,
        "synth_flops": 179,
    },
    "placement": {
        "port_buffers": 108,
        "gp_congestion": 0.936,
        "dp_cells": 1704,
        "place_hpwl_mm": 21.5,
    },
    "final_timing": {
        "worstMarginPinSlew_ns": 0.808,
        "rsz0062_at_grt": "false",
        "fmax_ghz": 0.159,
        "skew_ns": 0.0139,
        "setup_viol": 0,
        "slew_headroom": 0.460,
        "min_period_over_period": 0.690,
        "tns_ns": 0,
        "hold_viol": 0,
        "holdWs_ns": 0.466,
        "slew_violations": 0,
        "min_period_ns": 6.27,
    },
    "setup_path": {
        "crit_family": "AND-OR/OR-AND gates",
        "slowest_delay_ns": 0.53,
        "cp-start-kind": "flip-flop",
        "crit_chain": "fa_1, ha_1, fa_1, a211oi_1, o21ai_0, a41o_1, o41ai_1, o21bai_1, a21oi_1, xnor2_1, clkdlybuf4s50_1",
        "critPathRequiredTime_ns": 7.28,
        "slowest_stage": "dfxtp_1",
        "crit_path_end_kind": "output pin",
        "cp_num_buf_inv": 1,
        "path_max_fanout": 6,
        "worstSetupPathType": "flip-flop to output pin",
        "r2r_slack_ns": 3.72,
        "critical_path_arrival_ns": 4.45,
        "crit_top_cell": "fa_1",
    },
    "route": {
        "antenna-diode-count": 0,
        "num_vias": 10000,
        "wl_per_cell_microns": 17.2,
        "ant_nets": 0,
        "viasPerCell": 5.78,
        "dr.first_iter.drc_count": 524,
        "drc": 0,
        "drt_wl_total_mm": 29.8,
        "firstDrtPassIters": 5,
    },
    "power": {
        "power.total_w": 0.00163,
        "ir_worst_vdd_mv": 0.144,
        "power.static_leakage_nw": 4.88,
        "p_per_area_nw_per_um2": 126,
    },
    "cts": {
        "cts_buffers": 17,
        "ctsLongestPathBuffers": 2,
        "cts_resized": 0,
        "cts_root_buf": "clkbuf_16",
        "post_cts_buffers": 0,
        "path_clk_slew_ns": 0.07,
        "htreeDepth": 4,
        "cts_tree": "yes",
        "cts_hold_buf": 0,
        "clk_latency_ns": 0.43,
        "clkSinkCount": 179,
    },
    "flow_run": {
        "max_cap_viol_count": 0,
        "warnings": 39,
    },
    "final_layout": {
        "layout.cells.non_filler": 1736,
        "area_growth_pct": 15.5,
        "layout-drive-gt1-share": 0.0529,
    },
    "global_routing": {
        "grt_first_pass_wirelength_mm": 46.9,
        "grtUsageTotal": 0.269,
        "antenna_found_initial": 0,
        "grt_pass1_vias": 8835,
        "grt_max_degree": 65,
        "grt_overflow": 0,
    },
    "worst_hold_path": {
        "min_path_type": "flip-flop to flip-flop",
    },
    "outcome": {
        "status": "finished clean",
    },
}
-- worst min-delay path, delay by kind of cell (launching register included) --
family	cells	cell delay (ns)
flops	1	0.31
simple gates	1	0.06
compound gates	1	0.05
-- through the flow --
step,cell area (sq um),worst slack [ns],utilization
floorplan,11200,4.35,-
global placement,12300,3.32,0.563
detailed placement,12300,3.27,0.563
CTS,12900,2.80,0.590
global route,12900,2.61,0.590
finish,12900,2.83,0.590
-- sequential cells by signal (all words and copies together), names as in the netlist, 4 cells and up --
register and cells:
state 8, decodeStg 4, COLcnt 16, ROW 16
ROWbyCOL8 16, tm_output_addr 9, ncnt 5, COL 16
LAYERcnt 16, shift 8, ROWcnt 16, mm_addrb 10
computing_clock 16, Woffset 16
-- kinds of logic after synthesis --
| kind of cell | after synthesis |
|---|---|
| compound gates | 321 |
| xor+xnor | 113 |
| fa+ha+maj | 59 |
| buf+inv | 135 |
| flops | 179 |
| mux | 24 |
| simple gates | 563 |
-- cells in the final DEF, fill, tap and decap left out, types with 14 or more instances in the layout --
cell             count
a21oi_1            109
a22oi_1             50
and3_1              27
buf_4               14
clkbuf_16           17
clkdlybuf4s50_1    108
dfxtp_1            179
fa_1                17
ha_1                41
inv_1               42
mux2i_1             20
nand2_1            133
nand2b_1            19
nand3_1             91
nor2_1             132
nor3_1              36
nor4_1              17
o21ai_0             50
or3_1               31
xnor2_1             76
xor2_1              37
-- per-layer routing --
| layer | track usage | vias to the layer above | share of wire |
|---|---|---|---|
| met1 | 0.426 | 4662 | 0.49 |
| li1 | - | 5084 | - |
| met2 | 0.403 | 251 | 0.44 |
| met4 | 0.0515 | 0 | 0.018 |
| met5 | 0 | - | 0 |
| met3 | 0.0379 | 29 | 0.050 |
-- synth_stat cells, types with 3 or more instances --
master / n
a41oi_1: 3
o31ai_1: 13
buf_2: 17
or3_1: 31
nand4_1: 13
o21a_1: 10
fa_1: 17
nor3_1: 36
nand2b_1: 19
and2_1: 8
nor2b_1: 11
nand2_1: 133
o211ai_1: 8
a31oi_1: 8
nand3_1: 91
o21ai_0: 50
xnor2_1: 76
a21boi_0: 3
o41ai_1: 4
xor2_1: 37
o2111ai_1: 6
buf_4: 11
and3_1: 27
mux2i_1: 20
o22ai_1: 6
a21oi_1: 109
a211oi_1: 5
mux2_2: 4
ha_1: 41
o311ai_0: 5
a22oi_1: 50
a21o_1: 7
a31o_2: 3
inv_1: 43
or2_2: 8
clkbuf_1: 63
nor2_1: 132
o31a_1: 3
nand3b_1: 7
dfxtp_1: 179
o21bai_1: 3
or4_1: 11
nor4_1: 17
-- where the power goes --
| part | switching (W) | internal (W) |
|---|---|---|
| combinational | 0.0000614 | 0.0000300 |
| sequential | 0.00000402 | 0.000785 |
| clock | 0.000374 | 0.000374 |
-- worst paths after layout --
check | cells after the start | start | end
setup / recovery | 11 | COLcnt[1]$_SDFFE_PN0P_ | wm_addr[15]
setup reg to reg | 14 | COL[0]$_SDFFE_PN0P_ | LAYERcnt[5]$_SDFFE_PN0P_
hold reg to reg | 2 | mm_addrb[4]$_SDFFE_PN0P_ | mm_addrb[4]$_SDFFE_PN0P_
hold / removal | 2 | mm_addrb[4]$_SDFFE_PN0P_ | mm_addrb[4]$_SDFFE_PN0P_
-- area by class of cell --
class | instances | area [sq um]
fill | 1972 | 8960
multi-input combinational | 1080 | 7040
tap | 280 | 350
clock inverter | 15 | 183
inverter | 43 | 163
sequential | 179 | 3580
clock buffer | 17 | 425
timing repair buffer | 122 | 1190
Power figures rest on the tool's default switching activity, not on a simulated workload.
