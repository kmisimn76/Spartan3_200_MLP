`flow/config.mk`:
```
export PLATFORM = sky130hd
export DESIGN_NAME = Allocator
export DESIGN_NICKNAME = Allocator
export VERILOG_FILES = /design/flow/design.v
export SDC_FILE = /design/flow/constraint.sdc
export NUM_CORES = 4
export LEC_CHECK = 1
export CORE_UTILIZATION = 30
```
`flow/run.sh`:
```
#!/bin/bash
# OpenROAD 26Q1-2900-gdf79404cd8, Yosys 0.63+post, stock flow scripts
make -C /OpenROAD-flow-scripts/flow DESIGN_CONFIG=/design/flow/config.mk WORK_HOME=/design/flow/orfs finish
```
`flow/design.v`:
```
`timescale 1ns / 1ps
module Allocator
	#(parameter MODEL_ADDR_WIDTH=10, MODEL_DATA_WIDTH=18, MODEL_LOC_SIZE=1024,
					WEIGHT_ADDR_WIDTH=11, WEIGHT_DATA_WIDTH=9, WEIGHT_LOC_SIZE=2048,
					TENSOR_ADDR_WIDTH=9, TENSOR_DATA_WIDTH=36, TENSOR_LOC_SIZE=512)
	(input clk_11MHz, input resetn,
	output reg [7:0] N,
	output reg [7:0] M,
	output reg mm_ena,
	output reg mm_wea,
	output reg [MODEL_ADDR_WIDTH-1:0] mm_addra,
	output reg [MODEL_DATA_WIDTH-1:0] mm_dla,
	output wm_ena_0, wm_ena_1, wm_ena_2, wm_ena_3, wm_ena_4, wm_ena_5, wm_ena_6, wm_ena_7,
	output wm_wea_0, wm_wea_1, wm_wea_2, wm_wea_3, wm_wea_4, wm_wea_5, wm_wea_6, wm_wea_7,
	output [WEIGHT_ADDR_WIDTH-1:0] wm_addra_0,
	output [WEIGHT_ADDR_WIDTH-1:0] wm_addra_1,
	output [WEIGHT_ADDR_WIDTH-1:0] wm_addra_2,
	output [WEIGHT_ADDR_WIDTH-1:0] wm_addra_3,
	output [WEIGHT_ADDR_WIDTH-1:0] wm_addra_4,
	output [WEIGHT_ADDR_WIDTH-1:0] wm_addra_5,
	output [WEIGHT_ADDR_WIDTH-1:0] wm_addra_6,
	output [WEIGHT_ADDR_WIDTH-1:0] wm_addra_7,
	output [WEIGHT_DATA_WIDTH-1:0] wm_dla_0,
	output [WEIGHT_DATA_WIDTH-1:0] wm_dla_1,
	output [WEIGHT_DATA_WIDTH-1:0] wm_dla_2,
	output [WEIGHT_DATA_WIDTH-1:0] wm_dla_3,
	output [WEIGHT_DATA_WIDTH-1:0] wm_dla_4,
	output [WEIGHT_DATA_WIDTH-1:0] wm_dla_5,
	output [WEIGHT_DATA_WIDTH-1:0] wm_dla_6,
	output [WEIGHT_DATA_WIDTH-1:0] wm_dla_7,
	output reg tm_ena, tm_wea,
	output reg [TENSOR_ADDR_WIDTH-1:0] tm_addra,
	output [TENSOR_DATA_WIDTH-1:0] tm_dla,
	input [7:0] RxData,
	input valid,
	output reg start_sig,
	output reg [3:0] StateLED
	);
	parameter	IMG_SIZE=10'd784;
	parameter 	Waiting=4'h0,
					FType=4'h1,
					Nnum=4'h2,
					S1=4'h3,
					S2=4'h4,
					WN=4'h5,
					Mnum=4'h6,
					MS1=4'h7,
					MS2=4'h8,
					ReadW=4'h9,
					ReadS=4'hA,
					ReadImage=4'hB,
					Last=4'hC,
					Error=4'hD;
	reg wm_ena[7:0];
	reg wm_wea[7:0];
	reg [WEIGHT_ADDR_WIDTH-1:0] wm_addra[7:0];
	reg [WEIGHT_DATA_WIDTH-1:0] wm_dla[7:0];
	assign wm_ena_0=wm_ena[0];  
	assign wm_ena_1=wm_ena[1];
	assign wm_ena_2=wm_ena[2];
	assign wm_ena_3=wm_ena[3];
	assign wm_ena_4=wm_ena[4];
	assign wm_ena_5=wm_ena[5];
	assign wm_ena_6=wm_ena[6];
	assign wm_ena_7=wm_ena[7];
	assign wm_wea_0=wm_wea[0];  
	assign wm_wea_1=wm_wea[1];
	assign wm_wea_2=wm_wea[2];
	assign wm_wea_3=wm_wea[3];
	assign wm_wea_4=wm_wea[4];
	assign wm_wea_5=wm_wea[5];
	assign wm_wea_6=wm_wea[6];
	assign wm_wea_7=wm_wea[7];
	assign wm_addra_0=wm_addra[0];  
	assign wm_addra_1=wm_addra[1];
	assign wm_addra_2=wm_addra[2];
	assign wm_addra_3=wm_addra[3];
	assign wm_addra_4=wm_addra[4];
	assign wm_addra_5=wm_addra[5];
	assign wm_addra_6=wm_addra[6];
	assign wm_addra_7=wm_addra[7];
	assign wm_dla_0=wm_dla[0];  
	assign wm_dla_1=wm_dla[1];
	assign wm_dla_2=wm_dla[2];
	assign wm_dla_3=wm_dla[3];
	assign wm_dla_4=wm_dla[4];
	assign wm_dla_5=wm_dla[5];
	assign wm_dla_6=wm_dla[6];
	assign wm_dla_7=wm_dla[7];
	reg [3:0] state;
	reg [3:0] next_state;
	reg [0:0] ncnt;
	reg [15:0] i;
	reg [15:0] cnt;
	reg [15:0] line;
	reg [15:0] acline;
	reg [15:0] L;
	reg [15:0] COL;
	reg [15:0] ROW;
	reg [7:0] buffer;
	reg [31:0] img_buffer;
	integer iter;
	assign tm_dla=img_buffer;
	always @(posedge clk_11MHz)
	begin
		if(~resetn)
		begin
			N<=0; M<=0; ROW<=0; COL<=0; 
			mm_ena<=0; mm_wea<=0; buffer<=0;
			mm_addra<=0; mm_dla<=0;
			for(iter=0;iter<8;iter=iter+1)
			begin
				wm_ena[iter]<=0; wm_wea[iter]<=0;
				wm_addra[iter]<=0; wm_dla[iter]<=0;
			end
			tm_ena<=0; tm_wea<=0;
			tm_addra<=0;
			img_buffer<=0;
		end
		else if(valid)
		begin
			case(state)
			Nnum:
			begin
				N<=RxData;
			end
			S1:
			begin
				if(ncnt==0)
				begin
					mm_ena<=0; mm_wea<=0;
					buffer<=RxData;
				end
				else
				begin
					mm_ena<=1; mm_wea<=1;
					mm_addra<=i*4; mm_dla<={1'b0, 1'b0, buffer, RxData};
				end
			end
			S2:
			begin
				if(ncnt==0)
				begin
					mm_ena<=0; mm_wea<=0;
					buffer<=RxData;
				end
				else
				begin
					mm_ena<=1; mm_wea<=1;
					mm_addra<=i*4+1; mm_dla<={1'b0, 1'b0, buffer, RxData};
				end
			end
			WN:
			begin
				if(ncnt==0)
				begin
					mm_ena<=0; mm_wea<=0;
					buffer<=RxData;
				end
				else
				begin
					mm_ena<=1; mm_wea<=1;
					mm_addra<=i*4+2; mm_dla<={1'b0, 1'b0, buffer, RxData};
				end
			end
			Mnum:
			begin
				M<=RxData;
			end
			MS1:
			begin
				if(ncnt==0) begin buffer<=RxData; end
				else begin ROW<={buffer, RxData}; end
			end
			MS2:
			begin
				if(ncnt==0) begin buffer<=RxData; end
				else begin COL<={buffer, RxData}; end
			end
			ReadW:
			begin
				for(iter=0;iter<8;iter=iter+1)
				begin
					if(iter==L[2:0]) begin
						wm_ena[iter]<=1; wm_wea[iter]<=1;
						wm_addra[iter]<=acline[WEIGHT_ADDR_WIDTH-1:0]; wm_dla[iter]<={1'b0, RxData};
					end
					else begin
						wm_ena[iter]<=0; wm_wea[iter]<=0;
					end
				end
			end
			ReadImage:
			begin
				tm_ena<=(i[1:0]==3)?(1):(0); tm_wea<=(i[1:0]==3)?(1):(0); tm_addra<=i/4;
				img_buffer<={RxData[7:0], img_buffer[31:8]};
			end
			Last:
			begin
				mm_ena<=0; mm_wea<=0;
				for(iter=0;iter<8;iter=iter+1)
				begin
					wm_ena[iter]<=0; wm_wea[iter]<=0;
				end
				tm_ena<=0; tm_wea<=0;
			end
			default:
			begin
				mm_ena<=0; mm_wea<=0;
				end
			endcase
		end
		else
		begin
			mm_ena<=0; mm_wea<=0;
			for(iter=0;iter<8;iter=iter+1)
			begin
				wm_ena[iter]<=0; wm_wea[iter]<=0;
			end
			tm_ena<=0; tm_wea<=0;
		end
	end
	always @(posedge clk_11MHz)
	begin
		if(~resetn)
		begin
			cnt <= 0; ncnt <= 0;
			L<=0;
			line<=0; acline<=0;
			start_sig<=0;
		end
		else if(valid)
		begin
			case(state)
			Waiting:
			begin
				cnt <= 0; ncnt <= 0;
				start_sig <= 0;
			end
			FType:
			begin
				cnt <= (RxData==8'h03)?(IMG_SIZE-1):(0); ncnt <= 0;
				i<=0;
				end
			Nnum:
			begin
				cnt <= RxData-1; ncnt <= 0;
				i<=0;
			end
			S1:
			begin
				cnt <= cnt; ncnt <= (ncnt==0)?(1):(0);
			end
			S2:
			begin
				cnt <= cnt; ncnt <= (ncnt==0)?(1):(0);
			end
			WN:
			begin
				cnt <= (ncnt==1 && cnt>0)?(cnt-1):(cnt);
				ncnt <= (ncnt==0)?(1):(0);
				i<=(ncnt==1 && cnt>0)?(i+1):(i);
			end
			Mnum:
			begin
				cnt <= RxData-1; ncnt <= 0;
				i<=0;
				acline <= 0;
			end
			MS1:
			begin
				cnt <= cnt; ncnt <= (ncnt==0)?(1):(0);
			end
			MS2:
			begin
				cnt <= cnt; ncnt <= (ncnt==0)?(1):(0);
				L <= 0;
				line <= 0;
			end
			ReadW:
			begin
				cnt <= (L==COL-1 && line==ROW-1 && cnt>0)?(cnt-1):(cnt);
				ncnt <= 0;
				L <= (L==COL-1)?(0):(L+1);
				line <= (L==COL-1)?(line+1):(line);
				acline <= (L[2:0]==3'h7 || L==COL-1)?(acline+1):(acline);
			end
			ReadImage:
			begin
				cnt <= cnt-1; ncnt <= 0;
				i<=i+1;
				start_sig <= (cnt==0)?(1):(0);
			end
			Last:
			begin
				cnt <= 0; ncnt <= 0;
				start_sig<=0;
			end
			default:
			begin
				cnt <= cnt; ncnt <= ncnt;
				start_sig<=0;
			end
			endcase
		end
		else
		begin
			cnt <= cnt; ncnt <= ncnt;
			start_sig <= 0;
		end
	end
	always @(*) begin
		case(state)
		Waiting: next_state = (RxData==8'hFF) ? (FType) : (Waiting);
		FType: next_state = (RxData==8'h01) ? (Nnum) : ((RxData==8'h02) ? (Mnum) : ((RxData==8'h03) ? (ReadImage) : (Error)));
		Nnum: next_state = S1;
		S1: next_state = (ncnt==0)?(S1):(S2);
		S2: next_state = (ncnt==0)?(S2):(WN);
		WN: next_state = (ncnt==0)?(WN):((cnt>0) ? (S1) : (Last));
		Mnum: next_state = MS1;
		MS1: next_state = (ncnt==0)?(MS1):(MS2);
		MS2: next_state = (ncnt==0)?(MS2):(ReadW);
		ReadW: next_state = (L!=COL-1 || line!=ROW-1)?(ReadW):((cnt>0)?(MS1):(Last));
		ReadImage: next_state = (cnt>0) ? (ReadImage) : (Last);
		Last: next_state = (RxData==8'hFF) ? (Waiting) : (Error);
		default: next_state = Waiting;
		endcase
	end
	always @(posedge clk_11MHz) begin
		if(~resetn) begin state <= Waiting; end
		else if(valid) begin state <= next_state; end
		else begin state <= state; end
	end
	reg [2:0] instage;
	always @(posedge clk_11MHz) begin
		if(~resetn) begin instage<=0; StateLED <= 0; end
		else if(valid) begin
			case(state)
			FType: begin
				instage<=(next_state==Nnum)?(1):((next_state==Mnum)?(2):((next_state==ReadImage)?(3):(0)));
				StateLED[3]<=0;
			end
			Nnum: StateLED[0]<=1;
			Mnum: StateLED[1]<=1;
			ReadImage: StateLED[2]<=1;
			Last: begin
					StateLED[3]<=(next_state!=Error && instage==3)?(1):(StateLED[3]);
					StateLED[2]<=(next_state!=Error && instage==3)?(0):(StateLED[2]);
					StateLED[1]<=(next_state!=Error && instage==2)?(0):(StateLED[1]);
					StateLED[0]<=(next_state!=Error && instage==1)?(0):(StateLED[0]);
			end
			endcase
		end
	end
endmodule
```
`flow/constraint.sdc`:
```
current_design Allocator

set clk_period 5.9
set clk_io_pct 0.2

create_clock -name clk0 -period $clk_period [get_ports {clk_11MHz}]

set non_clock_inputs [all_inputs -no_clocks]
set_input_delay [expr $clk_period * $clk_io_pct] -clock clk0 $non_clock_inputs
set_output_delay [expr $clk_period * $clk_io_pct] -clock clk0 [all_outputs]
```
==> results.sh <==
# yosys + openroad results
export IMPL_maxCapViolations=0
export IMPL_clock_skew_ns=0.0269
export IMPL_setup_viol=0
export IMPL_crit_chain="clkdlybuf4s50_1, buf_4, or4_1, o41ai_1, nand2_1, a2111oi_1, nor2_1, o211a_1, and3_1, o21ai_1, a31oi_1"
export IMPL_syn_area_per_cell_um2=7.83
export IMPL_ys_types=77
export IMPL_cts_sinks=377
export IMPL_track_usage_pct=19.7
export IMPL_p_per_area_nw_per_um2=255
export IMPL_synth_area_um2=16100
export IMPL_dieArea_um2=54700
export IMPL_area_growth_pct=27.6
export IMPL_cpPeakStageDelay_ns=0.66
export IMPL_ys_flops=377
export IMPL_fmaxAchievable_mhz=234
export IMPL_fp_row_count=84
export IMPL_drtAntennaViolNets=0
export IMPL_drc=0
export IMPL_gr_total_overflow=0
export IMPL_grt_max_degree=145
export IMPL_cts_tree="built"
export IMPL_ys_seq_share_pct=47.4
export IMPL_routed_wl_mm=53.4
export IMPL_cts_setup_buffers=0
export IMPL_cts_htree_levels=2
export IMPL_routedWlPerCell_um=18.0
export IMPL_worst_pin_slew_ns=0.949
export IMPL_logic_area_um2=7720
export IMPL_finalHoldViolations=0
export IMPL_rsz0062_at_grt="false"
export IMPL_end_kind="register"
export IMPL_clk_pin_slew_ns=0.06
export IMPL_hold_ws_ns=0.453
export IMPL_hold_path_class="register to register"
export IMPL_gp_congestion=0.917
export IMPL_yosysChipArea_um2=16100
export IMPL_grt_pass1_vias=13700
export IMPL_die_w_um=234
export IMPL_drive_above_1_share_pct=5.05
export IMPL_portBuffers=270
export IMPL_final_cells=2963
export IMPL_pwr_share_comb_pct=2.4
export IMPL_routed_via_density=4.94
export IMPL_drv_slew=0
export IMPL_post_route_util_pct=39.0
export IMPL_placedCellCount=2890
export IMPL_p_seq_share_pct=48.6
export IMPL_yosys_top_cells_count="588 x nand2_1, 366 x dfxtp_1, 313 x a21oi_1"
export IMPL_wl_met3_mm=4.59
export IMPL_top_layer="met4"
export IMPL_final_period_utilization_pct=72.3
export IMPL_ys_warn_count=5
export IMPL_wl_met1_mm=23.2
export IMPL_synthTopCellsByArea="dfxtp_1 45%, nand2_1 14%, a21oi_1 9.7%"
export IMPL_p_int_mw=4.10
export IMPL_power_mw=5.26
export IMPL_largest_area_cell="dfxtp_1"
export IMPL_synthFlopType="dfxtp_1"
export IMPL_timing_setup_tns_ns=0
export IMPL_cp_start_kind="input port"
export IMPL_pre_cts_ws_ns=1.16
export IMPL_io_pins=285
export IMPL_p_leak_nw=6.85
export IMPL_most_common_cell="nand2_1"
export IMPL_critPathArrivalTime_ns=4.70
export IMPL_clock_latency_ns=0.58
export IMPL_required_ns=6.33
export IMPL_core_region_area_um2=52900
export IMPL_ff_latch_area_um2=7660
export IMPL_die_y_um=234
export IMPL_root_buffer="clkbuf_16"
export IMPL_clockBufferDepth=3
export IMPL_post_route_min_period_ns=4.27
export IMPL_path_max_fanout=20
export IMPL_crit_slowest_cell="a2111oi_1"
export IMPL_insertedDiodeCount=0
export IMPL_fin_area_um2=20600
export IMPL_dr_total_vias=14600
export IMPL_syn_inst=2062
export IMPL_warnings=34
export IMPL_ys_cells=2062
export IMPL_grt_pass1_wl_mm=80.9
export IMPL_ctsHoldBuffers=0
export IMPL_clkPwrFrac_pct=49.0
export IMPL_fill_cells=5225
export IMPL_cts_resized=0
export IMPL_outcome="complete, no violations"
export IMPL_dpl_cell_area_um2=19300
export IMPL_async_flop_share_pct=0
export IMPL_edf_count=11
export IMPL_firstDrtPassIters=19
export IMPL_swShare_pct=22.1
export IMPL_core_util_floorplan_pct=30.5
export IMPL_worst_slack_ns=1.63
export IMPL_switchingPower_mw=1.16
export IMPL_drt_initial_drc_count=960
export IMPL_dp_hpwl_mm=36.3
export IMPL_worstSetupPathType="input port to register"
export IMPL_top_cell_area_share_pct=45.4
export IMPL_antenna_found_initial=0
export IMPL_relSlewSlack_pct=36.7
export IMPL_vdd_drop_max_v=0.000192
export IMPL_cts_buffers=42
export IMPL_route_met2_wl_mm=23.6
==> cell type report <==
cell class	instances	area share (%)
clock buffer	62	5.90
clock inverter	11	0.619
inverter	24	0.474
multi-input combinational	1503	37.5
sequential	377	37.2
tap	688	4.18
timing repair buffer	298	14.2
==> cell families (layout without fill, tap and decap cells) <==
| kind of cell | count (synthesis) | count (layout) | share of synthesized area, % |
|---|---|---|---|
| xor+xnor | 88 | 88 | 4.86 |
| mux | 16 | 16 | 1.00 |
| buf+inv | 195 | 395 | 5.15 |
| fa+ha+maj | 16 | 16 | 1.24 |
| flops | 377 | 377 | 47.4 |
| simple gates | 940 | 940 | 25.5 |
| other cells | 1 | 14 | 0.0232 |
| compound gates | 429 | 429 | 14.8 |
==> metal layers <==
layer  GRT usage (%)  vias up
met5               0        -
met4            6.31        0
met3            6.84       91
met2            28.9      382
met1            27.7     6910
li1                -     7248
==> power groups by stage <==
stage / Combinational [mW] / Clock (mW) / Sequential (mW)
4_1_cts: 0.127 / 2.64 / 2.56
5_1_grt: 0.136 / 2.74 / 2.56
6_report: 0.127 / 2.58 / 2.56
==> worst paths after layout <==
check                                    start  slack [ns]  cells after the start                            to
setup / recovery                     RxData[2]        1.63                     11      StateLED[1]$_SDFFE_PN0P_
hold / removal    wm_addra[0][10]$_SDFFE_PN0P_        0.45                      2  wm_addra[0][10]$_SDFFE_PN0P_
setup reg to reg           COL[8]$_SDFFE_PN0P_        1.88                      9        acline[9]$_SDFFE_PN0P_
hold reg to reg   wm_addra[0][10]$_SDFFE_PN0P_        0.45                      2  wm_addra[0][10]$_SDFFE_PN0P_
==> flip-flops by register name, summed over array words and instances (netlist names), 3 cells and up <==
name	cells
COL	16
L	16
M	8
N	8
ROW	16
StateLED	4
acline	11
buffer	8
cnt	16
i	11
img_buffer	32
instage	3
line	16
mm_addra	10
mm_dla	16
state	13
tm_addra	9
wm_addra	88
wm_dla	64
wm_ena	8
==> placed cells by master, fill, tap and decap left out, drive strengths merged, types with 17 or more instances in the layout <==
| cell type | instances |
|---|---|
| nand4 | 17 |
| nor2 | 118 |
| nor3 | 31 |
| dfxtp | 366 |
| nand2b | 26 |
| clkbuf | 62 |
| xor2 | 41 |
| and3 | 27 |
| nand3 | 47 |
| clkdlybuf4s50 | 270 |
| o21ai | 45 |
| buf | 28 |
| xnor2 | 46 |
| a21oi | 313 |
| inv | 27 |
| nand2 | 589 |
==> critical path, delay by kind of cell <==
kind / cells / cell delay (ns)
AOI/OAI and AO/OA: 5 / 1.81
and+or+nand+nor: 4 / 1.06
buffers and inverters: 2 / 0.63
No activity file was given, so power comes from the tool's default toggle rates.
