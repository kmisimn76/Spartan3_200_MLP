**flow/run.sh**
```bash
#!/bin/bash
# OpenROAD 26Q1-2900-gdf79404cd8, Yosys 0.63+post, stock flow scripts
make -C /OpenROAD-flow-scripts/flow DESIGN_CONFIG=/design/flow/config.mk WORK_HOME=/design/flow/orfs finish
```
**flow/config.mk**
```make
export PLATFORM = sky130hd
export DESIGN_NAME = Multiplier
export DESIGN_NICKNAME = Multiplier
export VERILOG_FILES = /design/flow/design.v
export SDC_FILE = /design/flow/constraint.sdc
export NUM_CORES = 4
export LEC_CHECK = 1
export CORE_UTILIZATION = 40
```
**flow/constraint.sdc**
```tcl
current_design Multiplier

set clk_period 13.1
set clk_io_pct 0.2

create_clock -name clk0 -period $clk_period [get_ports {clk}]

set non_clock_inputs [all_inputs -no_clocks]
set_input_delay [expr $clk_period * $clk_io_pct] -clock clk0 $non_clock_inputs
set_output_delay [expr $clk_period * $clk_io_pct] -clock clk0 [all_outputs]
```
**flow/design.v**
```verilog
`timescale 1ns / 1ps
module Multiplier #(parameter	Waiting=3'h0,
					Multiplying=3'h1,
					Accumulating=3'h2,
					Activating=3'h3,
					MultWithoutAcc=3'h4)
	(
	input clk,
	input resetn,
	input [2:0] step,
	input [7:0] shift,
	input signed [7:0] A,
	input signed [7:0] B0,
	input signed [7:0] B1,
	input signed [7:0] B2,
	input signed [7:0] B3,
	input signed [7:0] B4,
	input signed [7:0] B5,
	input signed [7:0] B6,
	input signed [7:0] B7,
	output [7:0] Y0,
	output [7:0] Y1,
	output [7:0] Y2,
	output [7:0] Y3,
	output [7:0] Y4,
	output [7:0] Y5,
	output [7:0] Y6,
	output [7:0] Y7,
	output reg overflow
	);
	reg [2:0] state;
	wire signed [17:0] extA;
	wire signed [17:0] extB[7:0];
	wire signed [35:0] AB[7:0];
	reg signed [27:0] AB_Dly[7:0];
	reg signed [27:0] AB_acc[7:0];
	reg signed [27:0] extY[7:0];
	assign extA={ A[7:0], 10'b0 };
	assign extB[0]={ B0, 10'b0 };
	assign extB[1]={ B1, 10'b0 };
	assign extB[2]={ B2, 10'b0 };
	assign extB[3]={ B3, 10'b0 };
	assign extB[4]={ B4, 10'b0 };
	assign extB[5]={ B5, 10'b0 };
	assign extB[6]={ B6, 10'b0 };
	assign extB[7]={ B7, 10'b0 };
	assign AB[0] = extA  * extB[0];
	assign AB[1] = extA  * extB[1];
	assign AB[2] = extA  * extB[2];
	assign AB[3] = extA  * extB[3];
	assign AB[4] = extA  * extB[4];
	reg now_ov[7:0];
	always @(posedge clk) begin
		if(~resetn) begin	overflow <= 0; end
		else begin overflow <= overflow
			| (now_ov[0] | now_ov[1] | now_ov[2] | now_ov[3] | now_ov[4] | now_ov[5] | now_ov[6] | now_ov[7]); end
	end
	always @(posedge clk) begin
		state <= step;
	end
	integer i;
	always @(posedge clk) begin
	for(i=0; i<8; i=i+1) begin  
		if(~resetn) begin
			AB_Dly[i] <= 0;
			AB_acc[i] <= 0;
			extY[i] <= 0;
		end
		else begin
			if(state==Waiting) begin
				AB_Dly[i] <= AB_Dly[i];
				AB_acc[i] <= AB_acc[i];
			end
			else if(state==Multiplying) begin  
				AB_Dly[i] <= { {12{AB[i][35]}}, AB[i][35:20]};
			end
			else if(state==MultWithoutAcc) begin  
				AB_acc[i] <= 0;
				AB_Dly[i] <= { {12{AB[i][35]}}, AB[i][35:20]};
			end
			else if(state==Accumulating) begin  
				AB_acc[i] <= AB_acc[i] + AB_Dly[i];
				now_ov[i] <= (AB_acc[i][26] ^ AB_acc[i][27]);
			end
			else if(state==Activating) begin  
				extY[i] <= (AB_acc[i][27]) ? (0): ( AB_acc[i]>>shift );
			end
			else begin
				AB_Dly[i] <= 0;
				AB_acc[i] <= 0;
			end
		end
	end
	end
	assign Y0 = (extY[0] > 28'sd127)?(8'sd127):(extY[0][7:0]);  
	assign Y1 = (extY[1] > 28'sd127)?(8'sd127):(extY[1][7:0]);
	assign Y2 = (extY[2] > 28'sd127)?(8'sd127):(extY[2][7:0]);
	assign Y3 = (extY[3] > 28'sd127)?(8'sd127):(extY[3][7:0]);
	assign Y4 = (extY[4] > 28'sd127)?(8'sd127):(extY[4][7:0]);
	assign Y5 = (extY[5] > 28'sd127)?(8'sd127):(extY[5][7:0]);
	assign Y6 = (extY[6] > 28'sd127)?(8'sd127):(extY[6][7:0]);
	assign Y7 = (extY[7] > 28'sd127)?(8'sd127):(extY[7][7:0]);
endmodule
```
==> notes.md <==
Quick summary of the implementation run below.

The worst hold path cell count is 2. The horizontal extent of the die is around 310 um. The worst setup path is captured at a flip-flop. Per STA, the worst path is made up of clkdlybuf4s50_1 > buf_4 > nand2_1 > fa_1 > fa_1 > inv_1 > fa_1 > inv_1 > fa_1 > inv_1 > ha_1 > inv_1 > o21bai_1 > a21o_1 > a21oi_1 > o21ai_0 > o41ai_1 > xnor2_1 > o21ai_0. The clock insertion delay at the later pin of the skew report is between 0.6 and 0.7 ns. The worst setup margin is ~6 ns. The utilization after layout came out at 0.443. Post-route period utilization is reported as 0.543. The class of the tightest hold or removal check is flip-flop to flip-flop. The kind of critical path is input port to flip-flop. In this run, post-CTS hold repair placed 0 buffers. In this run the count of I/O pins placed on the die edge is 150. Setup repair after global routing left no endpoint under its margin. The wire length reported by the detailed router came out at 109000 um. The post-synthesis cell count from yosys came out at 4737. The final number of setup-violating endpoints is 0. The post-cts resize count came out at 0. The cell area after synthesis came out at 0.0387 mm2. TritonCTS built the clock tree.

According to the report, the first pass of detailed routing completed in 6 iterations. The total number of vias came out at 32600. The maximum number of buffers from clock root to sink came out at 3. The post-synthesis async set-or-reset flop share is 0. The count of nets left with antenna violations after detail routing is 0.

The report lists the number of standard-cell rows as roughly 110. The estimated wirelength of the detail-placed design is just over 80000 um. The clock-pin slew on the worst setup and hold paths is ~0.05 ns.

The path depth of the worst reg2reg path came out at 10. The post-placement worst setup slack is between 5 and 6 ns. The worst setup path is launched from an input port. The register-to-register setup slack came out at ~9.7 ns. The biggest area consumer among synthesized cells is dfxtp_1.

The maximum number of pins on one net before global-route repair came out at between 100 and 150. The sequential share of the synthesized area came out at 0.192. The sum of internal, switching and leakage power came out at roughly 5500 uW. The initial detailed-routing violation count came out at between 2000 and 2500. The number of clock buffers inserted by TritonCTS is 49. The stage-log warning count came out at 51. The share of cells above drive strength 1 came out at 0.0611.

The max-slew headroom at the worst pin is 0.470. The first global-routing pass estimated roughly 180000 um of wire. The max capacitance violation total came out at 0. The final hold violation count is 0. The power density relative to cell area is around 130 mW/mm2. Buffers added to address setup during post-CTS repair amount to 0. The required arrival time at the worst endpoint is ~14 ns. The run finished with clean final reports. The main area contributors are dfxtp_1 (19%), fa_1 (14%), ha_1 (9.0%), nand2_1 (5.4%), inv_1 (4.4%). The largest incremental delay on the critical path is 0.51 ns. The launch point of the worst register-to-register path is recorded as AB_acc[1][9]. The total global routing overflow is 0. The final count of pins violating max slew came out at 0. The number of remaining DRC errors came out at 0. From bottom edge to top edge, the die measures approximately 310 um. The dominant register cell is dfxtp_1. The slowest cell on the critical path is fa_1. The peak ir drop on the vdd network is approximately 0.11 mV.

The setup total negative slack came out at 0 ns. TritonRoute output was used to compute an average wire per cell of 18.2 um. The number of different library cells used by synthesis comes to ~85. The instance tally after logic synthesis came out at 4737. The fraction of the core area occupied by cells at floorplan came out at 0.406. The chip area from the yosys synthesis statistics came out at a little under 0.04 mm2.

The initial antenna violation count is 1. The synthesis-to-layout area growth is 9.17%. The highest net fanout along the worst path is approximately 40. The highest clock rate this design can be run at is 141 MHz.

The buffer_ports step reported a buffer count of ~100. The combined global-route utilization of all metal layers is 0.233. The number of enable-type register cells in the synthesized netlist is 5. A synthesized cell averages ~8 um2. The startpoint identified for the worst hold timing path is extY[0][1]. The via count of the first global-routing pass is ~31000. The post-layout minimum cycle time came out at 7.11 ns. The path with the worst hold slack has its endpoint at extY[0][1]. The register bit total from synthesis is 369. The endpoint of the worst-slack reg-to-reg timing path is AB_acc[1][27]. The final RePlAce weighted congestion is slightly below 1.

The antenna cell count came out at 0. The post-route clock skew came out at around 0.039 ns. The dominant delay contributor by cell family on the critical path is adder cells.

The floorplan core area came out at between 0.09 and 0.1 mm2. The leakage power is between 0.015 and 0.02 uW. The chip occupies between 0.09 and 0.1 mm2. Clock tree synthesis found a total of 369 sinks. The clock root buffer is clkbuf_16.

The share of the synthesized area in the top cell type came out at 0.188. The number of vias per cell is approximately 5.5. The pin slew with the least headroom to its limit is between 0.7 and 0.8 ns. The arrival time of data at the worst endpoint is listed as approximately 7.6 ns.

The total of warnings raised by yosys came out at ~53. The critical path contains buffers and inverters numbering 6 combined. The count of filler cells inserted in the layout came out at a little over 9000. The H-tree depth came out at 2.
kinds of logic (layout without fill, tap and decap cells):
| kind of cell | after synthesis | count (layout) | synth area share |
|---|---|---|---|
| flops | 369 | 369 | 0.192 |
| fa+ha+maj | 560 | 560 | 0.235 |
| buf+inv | 744 | 699 | 0.0757 |
| mux | 207 | 207 | 0.0690 |
| xor+xnor | 186 | 186 | 0.0421 |
| simple gates | 1570 | 1570 | 0.203 |
| other cells | 1 | 24 | 0.0000969 |
| compound gates | 1100 | 1100 | 0.183 |
report_power, final:
part	total, uW	switching, uW	internal (uW)
combinational	2810	1630	1190
clock	1360	545	816
sequential	1320	113	1210
total	5490	2280	3210
sequential cells by signal, indices dropped and copies added (netlist names):
| name | count |
|---|---|
| overflow | 1 |
| extY | 140 |
| now_ov | 5 |
| AB_Dly | 80 |
| AB_acc | 140 |
| state | 3 |
area by class of cell:
type | instances | area, um2 | area share
clock inverters | 17 | 220 | 0.00521
well taps | 1265 | 1580 | 0.0374
multi-input cells | 3647 | 28500 | 0.674
inverters | 454 | 1710 | 0.0403
repair buffers | 159 | 1450 | 0.0343
clock buffers | 69 | 1390 | 0.0329
flip-flops and latches | 369 | 7440 | 0.176
placed cells by master, fill, tap and decap left out, types with 48 or more instances in the layout:
master	instances
a21o_1	84
nor3_1	70
mux2_2	58
xor2_1	48
o21ai_0	215
nor2b_1	207
ha_1	280
a21oi_1	319
nand3_1	93
nor4_1	51
clkbuf_16	49
buf_4	60
dfxtp_1	364
fa_1	280
nand2b_1	56
a22oi_1	114
a211oi_1	63
inv_1	451
nor2_1	171
and2_1	239
xnor2_1	138
mux2i_1	107
nand2_1	556
clkdlybuf4s50_1	95
worst max-delay path by stage:
stage,from,depth (start not counted),slack (ns),to
4_1_cts,A[2],19,5.98,AB_Dly[0][26]
5_1_grt,A[3],19,5.66,AB_Dly[0][26]
6_report,A[2],19,5.99,AB_Dly[0][26]
tightest hold or removal path, cell delays in order, from the launching register on:
cell      delay [ns]
dfxtp_1         0.30
nand2_1         0.04
a21boi_0        0.06
cell usage after synthesis (all sizes together), types with 9 or more instances:
cell type and n:
o22ai 23, dfxtp 364, nor2 175, o21a 17, nor2b 207, a211o 9, nor3b 18, o211ai 46
nand3b 9, ha 280, nor4 51, inv 453, or3 17, clkbuf 199, nand3 93, nand2 556
nor3 70, mux4 42, a211oi 67, xnor2 138, xor2 48, a221oi 11, o21bai 47, fa 280
and2 240, or2 14, a22oi 114, nand2b 58, o21ai 225, buf 91, mux2i 107, and3 36
nand4 10, a31oi 25, a21boi 31, mux2 58, a21oi 320, a21o 84
per-layer routing:
| layer | up-vias | global-route usage | share of wire | wire length (um) |
|---|---|---|---|---|
| met4 | 2 | 0.0371 | 0.018 | 1980 |
| met2 | 905 | 0.338 | 0.43 | 46300 |
| met5 | - | 0.000967 | 0.00012 | 13 |
| met1 | 15500 | 0.374 | 0.49 | 53300 |
| li1 | 16100 | - | - | - |
| met3 | 120 | 0.0462 | 0.065 | 7020 |
per-stage QoR:
step | hold WS (ns) | cell area [um2] | std cells
finish | 0.454 | 42300 | 5980
global route | 0.481 | 42300 | 5980
CTS | 0.459 | 42300 | 5980
detailed placement | 0.453 | 40700 | 5894
global placement | 0.447 | 40700 | 5894
floorplan | 0.427 | 38800 | 4760
Power figures rest on the tool's default switching activity, not on a simulated workload.
